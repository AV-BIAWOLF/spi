[flow/run.sh]
#!/bin/bash
# OpenROAD 26Q1-2900-gdf79404cd8, Yosys 0.63+post, stock flow scripts
make -C /OpenROAD-flow-scripts/flow DESIGN_CONFIG=/design/flow/config.mk WORK_HOME=/design/flow/orfs finish
[flow/config.mk]
export PLATFORM = sky130hd
export DESIGN_NAME = spi_main
export DESIGN_NICKNAME = spi_main
export VERILOG_FILES = /design/flow/design.v
export SDC_FILE = /design/flow/constraint.sdc
export NUM_CORES = 4
export LEC_CHECK = 1
export CORE_AREA = 10 10 109 109
export DIE_AREA = 0 0 119 119
[flow/design.v]
`timescale 1ns / 1ps
module spi_main #(
    parameter DIV_FACTOR = 10,
    parameter DATA_WIDTH = 8,
    parameter CPOL       = 1,
    parameter CPHA       = 1
)(  
    input logic clk,
    input logic reset, 
    input logic [DATA_WIDTH-1:0] i_data_in_TX,
    input logic i_data_valid_TX,   
    output logic o_data_raedy_TX,  
    input logic i_MISO,
    output logic o_MOSI,
    output logic o_SCLK,
    output logic o_data_done,  
    output logic [DATA_WIDTH-1:0] o_data_out
    );
   logic [DATA_WIDTH-1:0] r_data;
   logic [16:0] counter_clks;
   logic w_CPOL = CPOL;
   logic w_CPHA = CPHA;
   logic r_SCLK;
   logic w_Rise_Edge;
   logic w_Fall_Edge;
   logic [4:0] count_TX_MOSI; 
   logic [4:0] count_RX_MISO; 
   logic r_SS;
   always @(posedge clk) begin
        if (reset) begin 
            counter_clks <= 0;
            r_SCLK <= w_CPOL;
            w_Fall_Edge <= 1'b0;
            w_Rise_Edge <= 1'b0;
        end
        else begin
            w_Fall_Edge <= 1'b0;
            w_Rise_Edge <= 1'b0;
            if (counter_clks == ((DIV_FACTOR/2)-1)) begin  
                w_Rise_Edge <= 1'b1;
                r_SCLK <= ~r_SCLK;
            end
            if (counter_clks == ((DIV_FACTOR)-1)) begin    
                counter_clks <= 0;   
                w_Fall_Edge <= 1'b1;
                r_SCLK <= ~r_SCLK;
            end
            else begin
                counter_clks <= counter_clks + 1;   
            end
        end
    end
    always @(posedge clk) begin
        if (reset) begin
            o_SCLK <= CPOL;
        end
        else begin
            o_SCLK <= r_SCLK;
        end
    end
    always @(posedge clk) begin
        if (reset) begin
            count_TX_MOSI <= 0;
            o_data_raedy_TX <= 0;
            o_MOSI <= 0;
        end
        else if ((w_Rise_Edge & CPHA) | (w_Fall_Edge & ~CPHA)) begin
            if (count_TX_MOSI < DATA_WIDTH) begin
            o_MOSI <= i_data_in_TX[count_TX_MOSI];
            count_TX_MOSI <= count_TX_MOSI + 1;
            o_data_raedy_TX <= 1;
            end
            else begin
                o_data_raedy_TX <= 0;   
                count_TX_MOSI <= 0;      
                o_MOSI <= 0;
            end
        end
    end
    always @(posedge clk) begin
        if (reset) begin
            count_RX_MISO <= 0;
            o_data_done <= 0;
            o_data_out <= 0;
        end 
        else if ((w_Rise_Edge & ~CPHA) | (w_Fall_Edge & CPHA)) begin
            if (count_RX_MISO < 10'd8) begin 
                o_data_out[count_RX_MISO] <= i_MISO;
                count_RX_MISO <= count_RX_MISO + 1;
                o_data_done <= 0;
            end
            else begin
                o_data_done <= 1;
                count_RX_MISO <= 0;
            end
       end
       else begin 
            o_data_done <= 0;
       end 
    end
endmodule
[flow/constraint.sdc]
current_design spi_main

set clk_period 3.1
set clk_io_pct 0.2

create_clock -name clk0 -period $clk_period [get_ports {clk}]

set non_clock_inputs [all_inputs -no_clocks]
set_input_delay [expr $clk_period * $clk_io_pct] -clock clk0 $non_clock_inputs
set_output_delay [expr $clk_period * $clk_io_pct] -clock clk0 [all_outputs]
==> Slide: Implementation Results <==
Run Summary

Finish
  • Final instance count without filler cells: 379
  • Most numerous logic cell after layout: dfxtp_1
  • Filler cells: 1018
  • Most frequent logic cells in the routed design: dfxtp_1, nor2_1, clkdlybuf4s50_1
  • Core utilization of the finished layout: 0.257
  • Area of all sequential standard cells: around 840 um^2
  • Fraction of final layout cells sized beyond drive strength 1: 0.0935
  • Area growth syn-to-layout: 22.3%
  • Logic area: approximately 0.0011 mm^2

Synthesis
  • Async set or reset register ratio after synthesis: 0
  • Unique masters post-synth: between 40 and 50
  • Syn Inst Count: approximately 230
  • Syn. warnings: 1
  • Syn Area/Cell: approximately 9.0 um^2
  • Flip-flop and latch count after synthesis: between 40 and 50
  • Post-synth top flop: dfxtp_1
  • Post-synthesis instance area: 0.00202 mm^2
  • Yosys Instances: approximately 230
  • Flip-flops with a built-in enable: 0
  • Share of the yosys chip area belonging to registers: 0.415
  • Yosys stat chip area: around 0.002 mm^2

Power
  • Static leakage: 0.000819 uW
  • Worst IR Drop VDD: between 0.2 and 0.3 mV
  • Power density over the cells: about 410 mW/mm^2

Detailed routing
  • Total length of routed met3 wires: about 180 um
  • Final routed wire length divided by cell count: around 10 um
  • 1st-pass router iterations: 4
  • Wire length on met2: 1.81 mm
  • Number of violations reported at the end of detailed-routing iteration 0: a little over 70
  • Via count normalized by instance count: 4.21
  • Number of vias in the routed layout: roughly 1600
  • Routed met1 length: 1.92 mm
  • Top metal layer carrying routed signals: met4
  • DRC violations left: 0
  • Number of diodes added for antenna fixing: 0
  • Remaining antenna violation count after routing: 0
  • Routed wire length: 3.94 mm

Floorplan
  • Row count: 36
  • Floorplan die height: between 100 and 150 um
  • Die Footprint: between 0.01 and 0.015 mm^2
  • Die W: roughly 120 um
  • Top-Level Pins: 24
  • Core Density at Floorplan: 0.210
  • Standard cell core area: 0.00964 mm^2

Timing
  • Share of the clock period used by the worst path after layout: 0.850
  • Final Hold Violation Tally: 0
  • Number of pins with negative max-slew slack in the final report: 0
  • Peak clock frequency supported by timing: approximately 380 MHz
  • Final critical-path setup slack: about 0.46 ns
  • Unrepaired setup endpoints after global routing: false
  • Clock tree skew after final layout: 0.0101 ns
  • Post-layout minimum cycle time: between 2 and 3 ns
  • Slew @ Worst Pin: between 0.7 and 0.8 ns
  • Worst slew margin: 0.524
  • Setup TNS: 0 ns
  • Final number of setup-violating endpoints: 0

Critical path
  • Longest individual stage delay on the worst path: roughly 0.50 ns
  • Maximum fanout along the worst path: 9
  • Critical R2R Capture: o_data_out[5]
  • Setup slack of the most critical reg-to-reg path: 0.46 ns
  • Critical Setup Path Class: register to register
  • R2R depth: 9
  • Standard cell with the maximum stage delay on the critical path: or3b_2
  • Arrival time reported for the critical path endpoint: 2.85 ns
  • Crit start category: register
  • Data required, critical path: around 3.3 ns
  • Launch instance of the worst register-to-register path: count_RX_MISO[0]
  • Type of destination of the critical path: register
  • Cells traversed along the worst timing path: inv_1 -> ha_1 -> nor2b_1 -> nor2b_1 -> xnor2_1 -> ha_1 -> nand3b_1 -> or3b_2 -> o21ai_0

Clock tree
  • Clock latency (worst-skew pair): slightly below 0.3 ns
  • Buffer cell driving the clock tree root: clkbuf_8
  • Number of buffers inserted by hold repair at cts: 0
  • Number of buffers created by CTS: 5
  • Total clock sinks: 42
  • Maximum level of the CTS H-tree: 2
  • Register clock-pin slew on the reported worst setup and hold paths: approximately 0.080 ns
  • TritonCTS clock tree: built
  • Number of buffers added for setup after CTS: 0
  • Count of instances resized after the clock tree is built: 0
  • Longest Clk Path Bufs: 2

Global route
  • Pin count of the biggest net entering global routing: 18
  • Vias in the first global route: ~1500
  • Global Route Usage Sum: 0.0563
  • Antenna violations before repair: 0
  • Total congestion overflow after global routing: 0
  • Global-route wire length before repair: 7.02 mm

Run
  • Tool warnings: 30
  • Maxcap violations: 0

Placement
  • Last weighted congestion value of the routability-driven placer: a little over 0.8
  • I/O Buffers: 22
  • Count of placed standard cells including taps: ~370
  • Worst setup slack after placement: 0.496 ns
  • HPWL reported at the end of detailed placement: ~2.9 mm

Worst hold path
  • Hold path startpoint: o_MOSI
  • Cell depth of the worst hold path: 2
  • Min-Delay Endpoint: o_MOSI
  • Worst min-delay path class: register to register

Outcome
  • Outcome: finished clean
-- cell type report --
type                            count  area share
Timing Repair Buffer               23      0.0920
Tap cell                          133      0.0672
Multi-Input combinational cell    164       0.443
Clock buffer                        6      0.0293
Inverter                            9      0.0136
Clock inverter                      2      0.0152
Sequential cell                    42       0.340
-- per-layer routing --
layer	up-vias	global-route usage
met5	-	0
met4	0	0.00687
met3	6	0.0163
met2	19	0.0882
met1	723	0.0781
li1	849	-
-- worst max-delay path: cells and delay by family (launching register included) --
family | cells | cell delay, ns
buffers and inverters | 1 | 0.14
AND/OR/NAND/NOR | 4 | 1.05
XOR/XNOR | 1 | 0.19
adder cells (fa/ha/maj) | 2 | 0.52
flip-flops | 1 | 0.49
AND-OR/OR-AND | 1 | 0.18
-- worst max-delay path by stage --
stage / start / end
after CTS: count_RX_MISO[0] / o_data_out[5]
after global routing: count_RX_MISO[0] / o_data_out[7]
final: count_RX_MISO[0] / o_data_out[5]
-- cells by family (layout without fill, tap and decap cells) --
logic type / after synthesis / after routing / synth area share
flops: 42 / 42 / 0.415
xor+xnor: 14 / 14 / 0.0606
mux: 5 / 5 / 0.0328
fa+ha+maj: 8 / 8 / 0.0494
simple gates: 100 / 100 / 0.279
buf+inv: 20 / 40 / 0.0426
compound gates: 37 / 37 / 0.121
-- per-stage QoR --
| stage | hold slack [ns] | total power [uW] | cell area [um^2] |
|---|---|---|---|
| finish | 0.477 | 1020 | 2480 |
| global placement | 0.452 | 607 | 2370 |
| floorplan | 0.421 | 588 | 2020 |
| detailed placement | 0.456 | 608 | 2370 |
| CTS | 0.480 | 1040 | 2480 |
| global route | 0.498 | 1060 | 2480 |
-- state kept, by name, summed over array words and instances, names as in the netlist, 5 cells and up --
name	flops
counter_clks	17
o_data_out	8
count_TX_MOSI	5
count_RX_MISO	5
-- synth_stat cells, types with 2 or more instances --
cell / count / share of area
a21oi_1: 11 / 0.027
and2_1: 3 / 0.0093
buf_2: 2 / 0.0049
buf_4: 2 / 0.0074
clkbuf_1: 6 / 0.011
dfxtp_1: 42 / 0.42
ha_1: 8 / 0.049
inv_1: 9 / 0.017
mux2_2: 3 / 0.017
nand2_1: 13 / 0.024
nand2b_1: 7 / 0.022
nand3_1: 9 / 0.022
nand3b_1: 3 / 0.011
nand4_1: 11 / 0.034
nor2_1: 25 / 0.046
nor2b_1: 3 / 0.0093
nor3_1: 4 / 0.0099
nor3b_1: 5 / 0.019
nor4_1: 4 / 0.012
o21ai_0: 9 / 0.022
o311ai_0: 7 / 0.030
o31ai_1: 4 / 0.015
or2_2: 2 / 0.0062
xnor2_1: 4 / 0.017
xor2_1: 10 / 0.043
-- report_power, final --
| part | total, uW | internal [uW] | switching, uW | leakage, uW |
|---|---|---|---|---|
| clock | 421 | 240 | 181 | 0.0000514 |
| combinational | 44.0 | 23.5 | 20.4 | 0.000429 |
| sequential | 551 | 544 | 6.21 | 0.000339 |
Power and IR drop assume default switching activity.
